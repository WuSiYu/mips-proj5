==> ./design.v <==
module dev_timer(
  output dev_irq,
  output [31:0] dev_out,
  input [31:0] dev_in,
  input [7:0] dev_addr,
  input we, clk, rst
);
  reg im; reg [1:0] mode; reg en;
  reg [31:0] preset;
  reg [31:0] count;
  assign dev_out = (dev_addr == 8'h00) ? {28'b0, im, mode, en} :
                   (dev_addr == 8'h04) ? preset : count;
  always @ (posedge clk or posedge rst) begin
    if (rst) begin {im, mode, en} <= 4'b0; preset <= 32'b0; count <= 32'b0; end
    else if (we & dev_addr == 8'h00) {im, mode, en} <= dev_in[3:0];
    else if (we & dev_addr == 8'h04) begin preset <= dev_in; count <= dev_in; end
    else if (en)
      if (|count) count <= count - 1;
      else if (mode == 2'b01) count <= preset;
  end
  assign dev_irq = en & (mode == 2'b00) & im & (count == 32'b0);
endmodule
==> ./run.sh <==
#!/bin/bash
# OpenROAD 26Q1-2900-gdf79404cd8, Yosys 0.63+post, stock flow scripts
make -C /OpenROAD-flow-scripts/flow DESIGN_CONFIG=/design/flow/config.mk WORK_HOME=/design/flow/orfs finish
==> ./config.mk <==
export PLATFORM = sky130hd
export DESIGN_NAME = dev_timer
export DESIGN_NICKNAME = dev_timer
export VERILOG_FILES = /design/flow/design.v
export SDC_FILE = /design/flow/constraint.sdc
export NUM_CORES = 4
export LEC_CHECK = 1
export CORE_UTILIZATION = 30
==> ./constraint.sdc <==
current_design dev_timer

set clk_period 9.2
set clk_io_pct 0.2

create_clock -name clk0 -period $clk_period [get_ports {clk}]

set non_clock_inputs [all_inputs -no_clocks]
set_input_delay [expr $clk_period * $clk_io_pct] -clock clk0 $non_clock_inputs
set_output_delay [expr $clk_period * $clk_io_pct] -clock clk0 [all_outputs]
==> run summary <==
Summary of implementation figures.

Outcome
The flow ran to the end, and the final reports show no timing, DRC or antenna violations.

GRT
The layer with the highest usage after global routing is met2. The met2 track utilization from global routing is 27.88%. The global-route track usage on met3 is 2.467%.

The global routing met1 resource utilization is 26.90%. The first-pass GRT wire length is 20.71 mm. The largest net degree at the start of global routing is 65. The initial antenna violation count came to 0. Global routing finished with a remaining overflow of 0.

The total routing resource utilization after global routing is 17.68%. The number of global-route vias before repair is 4118.

STA
For the finished layout, the period the worst path requires is 5.821 ns. For the final database, setup skew stands at 0.008470 ns. The max-slew violation total from the final report is 0. The final-report setup violation count is 0. For reference, the final report shows the hold violation count at 0. The final critical path takes up 63.27% of the cycle.

Setup repair after global routing left no endpoint under its margin. Per the slew report, the remaining headroom to the max-slew limit stands at 43.30%. For the final routed database, the setup TNS stands at 0 ns.

The highest clock frequency the design can meet is 171.8 MHz. The slew at the pin with the worst max-slew slack is 0.8504 ns.

Worst setup path
The data required time at the worst endpoint is 7.36 ns. The category of the most critical setup path is in -> out. The maximum fanout along the worst path is 64. The worst setup path is launched from an input port. STA classifies the critical path endpoint as a primary output. The arrival time reported for the critical path endpoint is 3.98 ns.

Clock network
Clock latency on the worst-skew pair, taken at its later pin, is 0.33 ns. The buffers inserted during post-CTS setup optimization is 0. The report lists the number of cells resized after CTS as 0.

The tree is rooted in a sky130_fd_sc_hd__clkbuf_16. The deepest level of the CTS H-tree is 3. The number of buffers added by the clock tree synthesis step is 9. The post-cts hold-fix buffer tally is 0. The clock transition at the registers of the reported paths is 0.05 ns. Looking at the clock tree report, the maximum root-to-sink buffer count equals 2. TritonCTS reports the number of clock sinks as 68.

TritonCTS built the clock tree.

Synthesis
The instance count of the mapped netlist is 557. A synthesized cell averages 7.804 µm². After synthesis, the chip area reported by Yosys is 4347 µm².

The post-synth count of flops with an enable pin is 0. The synthesis report gives the async set-or-reset register share as 100.0%. The post-synthesis cell area is 4347 µm². The leading register cell type out of synthesis is sky130_fd_sc_hd__dfrtp_1.

The total cells reported by yosys after synthesis is 557. The tally of unique sky130hd cells used after synthesis is 62. The synthesis-stage register bit count is 68. After synthesis, flip-flops and latches occupy 39.15% of the total area. The synthesis report lists the Yosys warning total as 1.

Route
Per the detail_route report, routed wire per instance is 15.44 µm. The number of detailed-routing iterations run before antenna repair is 4. The post-detailed-route count of antenna-violating nets is 0. The detailed-route DRC error count is 0. Once iteration 0 of detailed routing completed, the report listed 246 DRC markers.

Across all layers, the routed design uses 4174 vias. The script logs the ratio of routed vias to standard cells as 5.237. The total wire length is 12.31 mm.

The antenna diode count is 0.

Pwr
The leakage power is 2.338 nW. The cell-internal power is 0.8146 mW. Dividing total power by cell area gives a power density of 216.0 nW/µm². Looking at the power breakdown, the clock network takes 31.2% of the total. The flow reports that combinational logic draws 31.7% of the design power. IR analysis of the VDD net gives a maximum drop of 95.82 µV.

The net load switching power is 0.3823 mW. Of the total power, the share spent switching nets is 31.94%. The power share of the sequential group is 37.1%.

Cells and area
Per the layout report, the design carries 1407 filler cells. The layout overhead on the synthesized area is 27.46%. Per the final layout report, the fraction of cells sized above drive strength 1 comes to 7.293%.

The final instance count without filler cells is 797.

Die
The vertical die dimension is 122.4 µm. The starting utilization of the core area is 31.07%. The floorplan core area is 13990 µm².

The count of standard-cell rows is 43. For this design the top-level I/O count stands at 76. The chip occupies 14970 µm². The horizontal die dimension is 122.4 µm.

Place
The detailed placer reported the number of placed instances as 781. After legalization and detailed placement, the total HPWL measured 8.264 mm. The number of I/O port buffers is 75. The congestion estimate from routability-driven global placement came to 0.8442.

Run
The logs give a warning total of 26. In this run the maximum-capacitance check reported violations numbering 0.

Worst hold path
The most critical min-delay path falls under reg -> reg.
-- worst max-delay path, stage by stage --
cell and delay, ns:
sky130_fd_sc_hd__clkdlybuf4s50_1 0.41, sky130_fd_sc_hd__nor4_1 0.50, sky130_fd_sc_hd__nand2_2 0.06, sky130_fd_sc_hd__buf_4 0.32, sky130_fd_sc_hd__o21ai_0 0.33, sky130_fd_sc_hd__clkdlybuf4s50_1 0.51
-- synthesized netlist by cell type, drive strengths merged, types with 3 or more instances --
library cell    n  share of area (%)
and4            3               0.60
a31oi          17                2.4
buf            11                1.7
inv             6               0.52
o31a            3               0.60
nor4            9                2.3
and2            3               0.43
or3             8                1.3
o211ai         14                2.4
mux2            5                1.3
nand2         176                 15
xnor2           9                1.8
o221ai          4               0.81
a211o           4               0.81
nor3           15                2.2
xor2            6                1.2
mux2i           4               0.92
nand4           5               0.72
nor2           30                2.6
nand3          10                1.2
o21ai          49                5.7
a211oi          5               0.86
nand2b          3               0.43
clkbuf         30                2.6
dfrtp          68                 39
a21oi          20                2.3
-- metal layers --
layer / up-vias / routed length, µm
met3: 11 / 651
met4: 0 / 112
met5: - / 0
met1: 1980 / 5820
met2: 112 / 5724
li1: 2071 / -
-- path summary, 6_finish.rpt --
kind	end	slack, ns	start	cells after the start
min reg2reg	preset[1]	0.50	preset[1]	2
max	dev_out[28]	3.38	dev_addr[5]	6
min in group asynchronous	preset[5]	1.94	rst	2
min	preset[1]	0.50	preset[1]	2
max in group asynchronous	count[19]	6.29	rst	3
max reg2reg	count[12]	6.39	count[14]	6
-- layout make-up --
cell class | instances | area (µm²) | area share (%)
Inverter | 6 | 22.52 | 0.4065
Timing Repair Buffer | 85 | 825.8 | 14.91
Sequential cell | 68 | 1702 | 30.71
Multi-Input combinational cell | 442 | 2439 | 44.02
Clock inverter | 6 | 87.58 | 1.581
Tap cell | 180 | 225.2 | 4.065
Clock buffer | 10 | 239.0 | 4.313
-- registers in the layout (all words and copies together) (netlist names) --
register	count
count	32
en	1
im	1
mode	2
preset	32
-- cells in the final DEF, fill, tap and decap left out, drive strengths merged, types with 3 or more instances in the layout --
master / n
o31a: 3
a31oi: 17
xor2: 6
clkdlybuf4s50: 75
and2: 3
a211oi: 5
nand2b: 3
xnor2: 9
o21ai: 49
o221ai: 4
inv: 6
or3: 8
a21oi: 20
nand3: 10
o211ai: 14
nor2: 30
and4: 3
buf: 10
mux2: 5
a211o: 4
nand4: 5
nor4: 9
dfrtp: 68
clkinv: 4
nand2: 176
clkbuf: 10
nor3: 15
mux2i: 4
-- cells by family after synthesis --
group           share of synthesized area [%]
xor+xnor                                3.023
buf+inv                                 4.807
fa+ha+maj                              0.5756
simple gates                            29.82
flops                                   39.15
compound gates                          20.41
mux                                     2.216
-- power by group through the flow --
| stage | Sequential [mW] | Clock [mW] | Combinational [mW] |
|---|---|---|---|
| 6_report | 0.444 | 0.374 | 0.379 |
| 5_1_grt | 0.456 | 0.395 | 0.434 |
| 4_1_cts | 0.444 | 0.380 | 0.383 |
-- through the flow --
stage          worst slack [ns]  util, %  total power, mW  hold WS [ns]  cell area [µm²]
3_5_place_dp              3.374    37.27           0.8243        0.4824             5214
6_report                  3.379    39.61            1.197        0.4979             5540
5_1_grt                   3.170    39.61            1.285        0.5304             5540
3_3_place_gp              3.404    37.27           0.8225        0.4856             5214
4_1_cts                   3.371    39.61            1.206        0.4964             5540
2_1_floorplan             4.594        -           0.6553        0.4592             4347
Power and IR drop assume default switching activity.
