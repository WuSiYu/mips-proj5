==> flow/design.v <==
module IO_hub8 (
  input [31:0] soc_out,
  output reg [31:0] soc_in,
  input [31:0] soc_addr,
  input bus_we,
  output [31:0] dev_in,
  output [7:0] dev_addr,
  output dev0_we, dev1_we, dev2_we, dev3_we, dev4_we, dev5_we, dev6_we, dev7_we,
  input [31:0] dev0_out, dev1_out, dev2_out, dev3_out, dev4_out, dev5_out, dev6_out, dev7_out
);
  reg [7:0] decoder8;
  assign {dev7_we, dev6_we, dev5_we, dev4_we, dev3_we, dev2_we, dev1_we, dev0_we} = (bus_we & soc_addr[31:12] == 20'h00007 & soc_addr[11]) ? decoder8 : 8'b0;
  integer i;
  always @ (*)
    for (i = 0; i < 8; i = i + 1) begin
      decoder8[i] = (soc_addr[10:8] == i);
    end
  always @ (*)
    case (soc_addr[10:8])
      3'd0: soc_in = dev0_out;
      3'd1: soc_in = dev1_out;
      3'd2: soc_in = dev2_out;
      3'd3: soc_in = dev3_out;
      3'd4: soc_in = dev4_out;
      3'd5: soc_in = dev5_out;
      3'd6: soc_in = dev6_out;
      3'd7: soc_in = dev7_out;
    endcase
  assign dev_in = soc_out;
  assign dev_addr = soc_addr[7:0];
endmodule
==> flow/run.sh <==
#!/bin/bash
# OpenROAD 26Q1-2900-gdf79404cd8, Yosys 0.63+post, stock flow scripts
make -C /OpenROAD-flow-scripts/flow DESIGN_CONFIG=/design/flow/config.mk WORK_HOME=/design/flow/orfs finish
==> flow/config.mk <==
export PLATFORM = sky130hd
export DESIGN_NAME = IO_hub8
export DESIGN_NICKNAME = IO_hub8
export VERILOG_FILES = /design/flow/design.v
export SDC_FILE = /design/flow/constraint.sdc
export NUM_CORES = 4
export LEC_CHECK = 1
export CORE_AREA = 10 10 161 161
export DIE_AREA = 0 0 171 171
==> flow/constraint.sdc <==
current_design IO_hub8

set clk_period 7.7
set clk_io_pct 0.2

create_clock -name clk0 -period $clk_period

set non_clock_inputs [all_inputs -no_clocks]
set_input_delay [expr $clk_period * $clk_io_pct] -clock clk0 $non_clock_inputs
set_output_delay [expr $clk_period * $clk_io_pct] -clock clk0 [all_outputs]
==> impl_metrics.csv <==
group,metric,value,unit
min_path,hold_class,"primary input to output port",
worst_setup_path,crit_family,"simple AND/OR/NAND/NOR gates",
yosys,synth_cells,413,
drt,diodes,0,
worst_setup_path,crit_chain,"buf_2 > buf_4 > nor2_1 > nand2_1 > buf_4 > nor2_1 > a21oi_1 > clkdlybuf4s50_1",
timing,maxSlewHeadroom,48.7,%
cells_and_area,ff_count,0,
placement,dp_hpwl,15100,um
timing,finalHoldViolations,0,
placement,gp_congestion,0.849,
worst_setup_path,crit_path_end_kind,"output port",
outcome,status,"completed",
timing,fmax,173,MHz
timing,finalClockPeriodUsage,75.0,%
grt,antenna_found_initial,0,
worst_setup_path,crit_arrival,4.23,ns
power_and_ir_drop,peakVddDrop,0.0280,mV
worst_setup_path,path_buffers,4,
grt,grt_pass1_wl,25300,um
placement,dp_cells,947,
drt,wl_met2,8370,um
placement,dpl_cell_area,5770,um^2
cells_and_area,drive_gt1_share,3.47,%
clock_network,post_cts_resized,0,
yosys,yosys-top-cells-area,"mux2i_1 (20%), buf_4 (14%), a21oi_1 (12%), nor2_1 (5.9%), nor3b_1 (5.9%)",
job,maxCapViolations,0,
drt,met1_length,6740,um
timing,slew_viol_final,0,
die,io_pins,401,
grt,grt_overflow_total,0,
drt,avgRoutedWirePerCell,18.8,um
cells_and_area,register_area,0,um^2
clock_network,cts-hold-fix-buffers,0,
die,std_cell_rows,55,
worst_setup_path,cp_data_required_time,6.16,ns
yosys,ys_types,33,
cells_and_area,mostFrequentLayoutCells,"clkdlybuf4s50_1 (318), a21oi_1 (64), mux2i_1 (52)",
cells_and_area,stdcell_count,947,
drt,met3_wirelength,2100,um
worst_setup_path,cp-start-kind,"primary input",
worst_setup_path,path_class,"primary input to output port",
drt,antenna_left,0,
drt,drtPass1Iterations,6,
timing,rsz0062_at_grt,"no",
drt,routed_wl,17800,um
timing,timing.hold.ws,3.08,ns
yosys,ys_seq_share,0,%
clock_network,post_cts_buffers,0,
worst_setup_path,slowest_delay,0.66,ns
yosys,yosys_area,2660,um^2
die,fp.dieH,171,um
timing,worst_pin_slew,0.766,ns
grt,track_usage,11.1,%
timing,min_period,5.77,ns
drt,vias,3994,
power_and_ir_drop,p_leak,0.00211,uW
die,die-area,29200,um^2
power_and_ir_drop,p_per_area,51.6,nW/um^2
cells_and_area,final_area,5770,um^2
worst_setup_path,crit_path_top_delay_cell,"nand2_1",
power_and_ir_drop,total_power,298,uW
drt,first_iter_violations,131,
cells_and_area,fill_cells,2499,
cells_and_area,logic_area,2140,um^2
job,log.warning_count,32,
drt,vias_per_cell,4.22,
die,core_area,22600,um^2
yosys,synth_warnings,1,
yosys,yosysCellCount,413,
placement,port_buffers,321,
yosys,netlist_area,2660,um^2
cells_and_area,area_growth_syn_to_layout,117,%
die,fp_util,11.8,%
drt,routed.top_layer,"met4",
grt,grt_max_degree,66,
timing,setup_viol,0,
timing,tns,0,ns
yosys,top_area_share,19.6,%
drt,drcViolationCount,0,
yosys,synth_area_leader_cell,"mux2i_1",
grt,grt_pass1_vias,4274,
cells_and_area,lay_top_count,"clkdlybuf4s50_1",
worst_setup_path,cp_max_fo,30,
cells_and_area,clock_buffers,0,
die,die_x,171,um
yosys,syn_avg_cell_area,6.44,um^2
cell families (layout without fill, tap and decap cells):
logic type / after synthesis / in the layout / share of synthesized area (%)
compound gates: 126 / 126 / 28.0
simple gates: 143 / 143 / 28.3
mux: 58 / 58 / 23.8
buf+inv: 86 / 335 / 19.8
metal layers:
layer	global-route usage, %	vias to the layer above
met1	12.8	1754
met5	0	-
li1	-	1963
met4	3.55	0
met2	18.9	228
met3	4.01	49
Yosys cell counts (all sizes together):
library cell	number
buf	66
a21oi	64
mux2i	52
nor2	42
nand2	34
nand3	22
nor3b	22
o21ai	21
a211oi	20
clkbuf	13
nand2b	8
a221oi	6
a22o	6
inv	6
nor3	5
o211ai	5
mux4	4
nor4	3
a22oi	2
a31oi	2
mux2	2
nor2b	2
clkinv	1
nand3b	1
nand4	1
nand4bb	1
nor4b	1
or4	1
stage by stage:
step / util [%] / setup WS, ns
2_1_floorplan: - / 3.62
3_3_place_gp: 25.6 / 2.01
3_5_place_dp: 25.6 / 1.88
4_1_cts: 25.6 / 1.88
5_1_grt: 25.6 / 1.71
6_report: 25.6 / 1.93
final timing paths:
check / endpoint / cells past startpoint / start / slack [ns]
worst min-delay path: dev_addr[2] / 0 / soc_addr[2] / 3.08
worst max-delay path: soc_in[19] / 8 / soc_addr[8] / 1.93
power breakdown:
part	leakage (uW)	switching [uW]	internal (uW)
sequential	0	0	0
combinational	0.00211	95.4	203
clock	0	0	0
final cells by class:
type | instances | share of cell area (%)
multi-input combinational | 327 | 37.0
tap | 285 | 6.18
inverter | 7 | 0.455
timing repair buffer | 328 | 56.4
Power is estimated from default activity; no workload was simulated.
