--- /design/flow/run.sh ---
#!/bin/bash
# OpenROAD 26Q1-2900-gdf79404cd8, Yosys 0.63+post, stock flow scripts
make -C /OpenROAD-flow-scripts/flow DESIGN_CONFIG=/design/flow/config.mk WORK_HOME=/design/flow/orfs finish
--- /design/flow/config.mk ---
export PLATFORM = sky130hd
export DESIGN_NAME = GPR
export DESIGN_NICKNAME = GPR
export VERILOG_FILES = /design/flow/design.v
export SDC_FILE = /design/flow/constraint.sdc
export NUM_CORES = 4
export LEC_CHECK = 1
export CORE_UTILIZATION = 40
--- /design/flow/constraint.sdc ---
current_design GPR

set clk_period 7.5
set clk_io_pct 0.2

create_clock -name clk0 -period $clk_period [get_ports {clk}]

set non_clock_inputs [all_inputs -no_clocks]
set_input_delay [expr $clk_period * $clk_io_pct] -clock clk0 $non_clock_inputs
set_output_delay [expr $clk_period * $clk_io_pct] -clock clk0 [all_outputs]
--- /design/flow/design.v ---
module GPR(
  output [31:0] R1, R2,
  input [31:0] W1,
  input [4:0] reg_R1, reg_R2, reg_W1,
  input set_overflow_bit, en, clk, rst
);
  reg [31:0] gpr [31:0];
  integer i;
  always @ (posedge clk or posedge rst) begin
    if (rst) begin
      for (i = 0; i < 32; i = i + 1)
        gpr [i] <= 32'b0;
    end else begin
      if (en) begin
        if (set_overflow_bit) gpr[5'd30][0] <= 1'b1;
        else if (|reg_W1) gpr[reg_W1] <= W1;
      end
    end
  end
  assign R1 = gpr[reg_R1];
  assign R2 = gpr[reg_R2];
endmodule
==> out/summary.txt <==
std cell rows - 130
status - finished, final reports clean
synthesized area - 50700 um^2
Setup-failing EPs final - 0
endpoints failing hold - 0
Worst setup EP type - output port
Core Area - 126000 um^2
CTS H-Tree Depth - 3
Top Layout Cells - 995 x mux2_2, 992 x dfrtp_1, 628 x a22oi_1
DIE AREA - 128000 um^2
OpenROAD warnings - 46
Post-Syn Instances - 4247
biggest regs - gpr: 992 flops
Crit-path slowest cell - clkdlybuf4s50_1
initial antenna violation count - 31
leakage power - 27.0 nW
CP Cell Sequence - clkdlybuf4s50_1 > and3b_2 > buf_4 > and2_2 > buf_4 > a22oi_1 > nand4_1 > or4_1 > clkdlybuf4s50_1
unrepaired setup endpoints after global routing - no
syn_area_per_cell - 11.9 um^2
Slew @ Worst Pin - 1080 ps
clk root buf - clkbuf_16
pin count of the biggest net entering global routing - 121
Primary FF master, synth - dfrtp_1
chip width - 358 um
cell area power density - 246 nW/um^2
Initial DRT Pass Iterations - 13
HP Class - reg2reg
vias - 44000
hold buffers post-CTS - 0
Starting DRT DRC Count - 5223
clk ins delay skew pair - 760 ps
# clock sinks - 992
largest register by flop count - gpr
pre-CTS setup slack - 831 ps
Post-synth regs - 992
max reg flops - 992
number of max-cap violations - 0
crit path time final - 6900 ps
vias per inst - 7.24
clock buffer depth - 3
Req. time, crit path - 6000 ps
Worst Skew - 0 ps
f_max - 145 MHz
post-synth cell types - 76
crit-path max FO - 16
Seq. cell area - 24800 um^2
WS Path Type - in2out
Residual DRC - 0
first-pass GRT wire length - 369000 um
Post-CTS Setup Bufs - 0
worst vdd ir - 0.184 mV
total global-route track usage - 0.443
final setup margin - 595 ps
fill cell count - 11200
Yosys warnings - 2
# port buffers - 114
Slew Limit Fails - 0
ANT nets after route - 0
io pins - 115
Pre-Place Util - 0.404
vias in the first global route - 43100
drt wl/cell - 44.9 um
yosys synthesis chip area - 50700 um^2
grt ovf - 0
worst rel slew slack - 0.279
gpl congestion - 1.05
dpl hpwl - 170000 um
post-layout period usage - 0.921
Buf/Inv on CP - 4
Setup TNS - 0 ps
Startpoint Class - primary input
Gates resized, CTS repair - 0
Worst path max stage delay - 690 ps
CTS tree - done
most common logic cell in the routed design - mux2_2
final wirelength - 273000 um
total clock buffers created by CTS - 110
Die Y - 358 um
largest delay contributor family on the critical path - buffers and inverters
Synth async-reset ratio - 1.00
Worst-path clk slew - 60 ps
Gate Area - 24500 um^2
layout cell share with drive strength beyond 1 - 0.365
Worst Path Arrival - 5400 ps
ys cells - 4247
area grow syn2layout - 15.9%
Post-synth EDFFs - 0
register share after synthesis - 0.489
==> kinds of logic after synthesis <==
group	count (synthesis)	share of synthesized area
simple gates	874	0.102
flops	992	0.489
buf+inv	440	0.0394
mux	1059	0.234
compound gates	882	0.136
==> report_power, final <==
part           total (W)  internal, W  switching [W]
logic            0.00178     0.000852       0.000925
clock network    0.00592      0.00347        0.00245
registers        0.00677      0.00606       0.000719
==> synth_stat cells, types with 5 or more instances <==
cell / number / area share
a221oi_1: 7 / 0.0012
and3_1: 248 / 0.031
nand3b_1: 6 / 0.00089
mux2_2: 995 / 0.22
buf_4: 7 / 0.0010
a32oi_1: 6 / 0.0010
or3_1: 10 / 0.0012
inv_1: 7 / 0.00052
nor3_2: 6 / 0.0012
buf_6: 23 / 0.0051
a2111oi_0: 57 / 0.0098
nor3b_1: 14 / 0.0021
o21ai_0: 9 / 0.00089
nand2_1: 77 / 0.0057
a21oi_1: 35 / 0.0035
a22o_1: 44 / 0.0076
and3b_1: 6 / 0.0010
dfrtp_1: 992 / 0.49
buf_2: 119 / 0.012
a22oi_1: 628 / 0.093
mux2i_1: 60 / 0.012
or4_1: 55 / 0.0081
nor2b_1: 12 / 0.0015
nor4_1: 6 / 0.00074
o22ai_1: 12 / 0.0015
buf_1: 42 / 0.0031
a222oi_1: 20 / 0.0039
nand4_1: 129 / 0.016
a211oi_1: 5 / 0.00074
nand2b_1: 13 / 0.0016
a2111oi_2: 15 / 0.0044
nor2_1: 79 / 0.0058
nand3_1: 131 / 0.013
clkbuf_1: 240 / 0.018
a31oi_1: 8 / 0.00099
or3b_2: 6 / 0.0010
a2111oi_1: 8 / 0.0016
and2_1: 10 / 0.0012
nor2_2: 8 / 0.00099
nor3_1: 24 / 0.0024
==> layout make-up <==
type / count / share of cell area
Sequential cell: 992 / 0.422
Clock buffer: 151 / 0.0537
Clock inverter: 50 / 0.0124
Timing Repair Buffer: 393 / 0.0597
Antenna cell: 17 / 0.000723
Inverter: 7 / 0.000511
Multi-Input combinational cell: 2815 / 0.416
Tap cell: 1650 / 0.0351
==> per-stage QoR <==
step	cell area (um^2)	power, W	instances	hold WS (ps)	util
3_3_place_gp	54900	0.00852	5857	500	0.437
2_1_floorplan	50700	0.00762	4247	473	-
6_report	58800	0.0145	6075	519	0.468
5_1_grt	58800	0.0148	6058	539	0.467
4_1_cts	58800	0.0144	6058	522	0.467
3_5_place_dp	54900	0.00854	5857	505	0.437
==> routing by layer <==
| metal | wire [um] | up-vias | track usage |
|---|---|---|---|
| li1 | - | 16600 | - |
| met5 | 437 | - | 0.0122 |
| met4 | 19600 | 39 | 0.230 |
| met2 | 107000 | 3810 | 0.571 |
| met1 | 98400 | 22400 | 0.571 |
| met3 | 46900 | 1169 | 0.291 |
==> path summary, 6_finish.rpt <==
check	from	endpoint	slack [ps]	depth (start not counted)
worst max-delay path	reg_R1[1]	R1[21]	600	9
worst min register to register	gpr[22][24]	gpr[22][24]	520	1
worst max register to register	gpr[30][0]	gpr[30][0]	6480	2
worst min-delay path	gpr[22][24]	gpr[22][24]	520	1
min in group asynchronous	rst	gpr[12][22]	1220	2
max in group asynchronous	rst	gpr[17][17]	4460	4
Power and IR drop assume default switching activity.
